==> /design/flow/design.v <==
`timescale 1ns / 1ps
module morse_decoder
(
 input signal_in,clock,
 output reg [7:0] decimal_out
);
reg signal_1s,signal_2s,signal_3s, signal_4s,signal_5s;
reg signal_6s,signal_7s,signal_8s,signal_9s,signal_10s;
reg signal_11s, signal_12s,signal_13s,signal_14s,signal_15s;
reg signal_16s,signal_17s,signal_18s,signal_19s, signal_20s;
reg signal_21s,signal_22s;
	always @(posedge clock)
		begin
			 signal_1s<=signal_in;
			 signal_2s<=signal_1s;
			 signal_3s<=signal_2s;					 
			 signal_4s<=signal_3s;
			 signal_5s<=signal_4s;
			 signal_6s<=signal_5s;
			 signal_7s<=signal_6s;                
			 signal_8s<=signal_7s;
			 signal_9s<=signal_8s;
			 signal_10s<=signal_9s;
			 signal_11s<=signal_10s;                
			 signal_12s<=signal_11s;
			 signal_13s<=signal_12s;
			 signal_14s<=signal_13s;
			 signal_15s<=signal_14s;                
			 signal_16s<=signal_15s;
			 signal_17s<=signal_16s;
			 signal_18s<=signal_17s;
			 signal_19s<=signal_18s;					 
			 signal_20s<=signal_19s;
			 signal_21s<=signal_20s;
			 signal_22s<=signal_21s;
    end
	always @(posedge clock)   
		begin
			if(!signal_1s&&!signal_2s&&!signal_3s)
				begin
					if(signal_4s && signal_5s && signal_6s && !signal_7s && signal_8s && signal_9s && signal_10s && !signal_11s && signal_12s && signal_13s && signal_14s && !signal_15s && signal_16s && signal_17s && signal_18s&& !signal_19s && signal_20s&& signal_21s&& signal_22s)
						begin
							decimal_out<=48;                             
						end	
					else if(signal_4s && signal_5s && signal_6s && !signal_7s && signal_8s && signal_9s && signal_10s && !signal_11s && signal_12s && signal_13s && signal_14s && !signal_15s && signal_16s && signal_17s && signal_18s&& !signal_19s&& signal_20s)
						begin
							decimal_out<=49;                              
						end	
					else if(signal_4s && !signal_5s && signal_6s && signal_7s && signal_8s && !signal_9s && signal_10s && signal_11s && signal_12s && !signal_13s && signal_14s && signal_15s&& signal_16s&& !signal_17s&& signal_18s&& signal_19s&& signal_20s)
						begin
							decimal_out<=57;
						end	
					else if(signal_4s && signal_5s && signal_6s && !signal_7s && signal_8s && signal_9s && signal_10s && !signal_11s && signal_12s && signal_13s && signal_14s && !signal_15s && signal_16s && !signal_17s && signal_18s)
						begin
							decimal_out<=50;                       
						end	
					else if(signal_4s && !signal_5s && signal_6s && !signal_7s && signal_8s && signal_9s && signal_10s && !signal_11s && signal_12s && signal_13s && signal_14s && !signal_15s&& signal_16s&& signal_17s&& signal_18s)
						begin
							decimal_out<=56;                               
						end	
					else if(signal_4s && signal_5s && signal_6s && !signal_7s && signal_8s && signal_9s && signal_10s && !signal_11s && signal_12s && signal_13s && signal_14s && !signal_15s&& signal_16s)
						begin
							decimal_out<=74; 
						end	
					else if(signal_4s && signal_5s && signal_6s && !signal_7s && signal_8s && !signal_9s && signal_10s && signal_11s && signal_12s && !signal_13s && signal_14s && signal_15s&& signal_16s)
						begin
							decimal_out<=81;                                                
						end	
					else if(signal_4s && signal_5s && signal_6s && !signal_7s && signal_8s && signal_9s && signal_10s && !signal_11s && signal_12s && !signal_13s && signal_14s && !signal_15s && signal_16s)
						begin
							decimal_out<=51;                              
						end	
					else if(signal_4s && !signal_5s && signal_6s && !signal_7s && signal_8s && !signal_9s && signal_10s && signal_11s && signal_12s && !signal_13s && signal_14s && signal_15s&& signal_16s)
						begin
							decimal_out<=55;                               
						end	
					else if(signal_4s && signal_5s && signal_6s && !signal_7s && signal_8s && signal_9s && signal_10s && !signal_11s && signal_12s && !signal_13s && signal_14s && signal_15s&& signal_16s)
						begin
							decimal_out<=89;                               
						end	
					else if(signal_4s && !signal_5s && signal_6s && !signal_7s && signal_8s && signal_9s && signal_10s && !signal_11s && signal_12s && signal_13s && signal_14s)
						begin
							decimal_out<=90;                              
						end	
					else if(signal_4s && signal_5s && signal_6s && !signal_7s && signal_8s && !signal_9s && signal_10s && !signal_11s && signal_12s && !signal_13s && signal_14s)
						begin
							decimal_out<=52;                                
						end	
					else if(signal_4s && !signal_5s && signal_6s && !signal_7s && signal_8s && !signal_9s && signal_10s && !signal_11s && signal_12s && signal_13s && signal_14s)
						begin
							decimal_out<=54;                               
						end	
					else if(signal_4s && signal_5s && signal_6s && !signal_7s && signal_8s && signal_9s && signal_10s && !signal_11s && signal_12s&& signal_13s&& signal_14s)
						begin
							decimal_out<=79;                                                 
						end	
					else if(signal_4s && !signal_5s && signal_6s && signal_7s && signal_8s && !signal_9s && signal_10s && signal_11s && signal_12s && !signal_13s && signal_14s)
						begin
							decimal_out<=80;                                                
						end	
					else if(signal_4s && signal_5s && signal_6s && !signal_7s && signal_8s && !signal_9s && signal_10s && !signal_11s && signal_12s && signal_13s && signal_14s)
						begin
							decimal_out<=88;                               
						end	
					else if(signal_4s && !signal_5s && signal_6s && signal_7s && signal_8s && !signal_9s && signal_10s && !signal_11s && signal_12s && signal_13s && signal_14s)
						begin
							decimal_out<=67;
						end
					else if(signal_4s && !signal_5s && signal_6s && !signal_7s && signal_8s && !signal_9s && signal_10s && !signal_11s && signal_12s)
						begin
							decimal_out<=53; 
						end	
					else if(signal_4s && signal_5s && signal_6s && !signal_7s && signal_8s && !signal_9s && signal_10s && signal_11s && signal_12s)
						begin
							decimal_out<=75; 
						end	
					else if(signal_4s && !signal_5s && signal_6s && !signal_7s && signal_8s && signal_9s && signal_10s && !signal_11s && signal_12s)
						begin
							decimal_out<=76; 
						end	
					else if(signal_4s && signal_5s && signal_6s && !signal_7s && signal_8s && !signal_9s && signal_10s&& !signal_11s && signal_12s)
						begin
							decimal_out<=86;                               
						end	
					else if(signal_4s && signal_5s && signal_6s && !signal_7s && signal_8s && signal_9s && signal_10s && !signal_11s && signal_12s)
						begin
							decimal_out<=87;                               
						end	
					else if(signal_4s&&!signal_5s&&signal_6s&&!signal_7s&&signal_8s&&!signal_9s&&signal_10s&&signal_11s&&signal_12s)
						begin
						decimal_out<=66;                                     
						end
					else if(signal_4s && !signal_5s && signal_6s && signal_7s && signal_8s && !signal_9s && signal_10s && signal_11s && signal_12s)
						begin
							decimal_out<=71;
						end	
					else if(signal_4s && !signal_5s && signal_6s && signal_7s && signal_8s && !signal_9s && signal_10s && !signal_11s && signal_12s)
						begin
							decimal_out<=70;
						end	
					else if(signal_4s && !signal_5s && signal_6s && !signal_7s && signal_8s && !signal_9s && signal_10s)
						begin
							decimal_out<=72;
						end	
					else if(signal_4s && signal_5s && signal_6s && !signal_7s && signal_8s && signal_9s&& signal_10s)
						begin
							decimal_out<=77; 
						end	
					else if(signal_4s && !signal_5s && signal_6s && !signal_7s && signal_8s && signal_9s && signal_10s)
						begin
							decimal_out<=68;
						end
					else if(signal_4s && !signal_5s && signal_6s && signal_7s && signal_8s && !signal_9s && signal_10s)
						begin
							decimal_out<=82;                                                 
						end	
					else if(signal_4s && signal_5s && signal_6s && !signal_7s && signal_8s && !signal_9s && signal_10s)
						begin
							decimal_out<=85;                                
						end	
					else if(signal_4s && !signal_5s && signal_6s && !signal_7s && signal_8s)
						begin
							decimal_out<=83;                                                 
						end	
					else if(signal_4s && !signal_5s && signal_6s && signal_7s && signal_8s)
						begin
							decimal_out<=78;                                                 
						end	
					else if(signal_4s&&signal_5s&&signal_6s&&!signal_7s&&signal_8s)
						begin
						decimal_out<=65;											  
						end
					else if(signal_4s && !signal_5s && signal_6s)
						begin
							decimal_out<=73; 
						end	
					else if(signal_4s && signal_5s && signal_6s)
						begin
							decimal_out<=84;   
						end	
					else if(signal_4s)
						begin
							decimal_out<=69;
						end	
					else if(!signal_1s && !signal_2s && !signal_3s && !signal_4s && !signal_5s && !signal_6s && signal_7s)
						begin
							decimal_out<=32;
						end	
				end
      end
endmodule
==> /design/flow/run.sh <==
#!/bin/bash
# OpenROAD 26Q1-2900-gdf79404cd8, Yosys 0.63+post, stock flow scripts
make -C /OpenROAD-flow-scripts/flow DESIGN_CONFIG=/design/flow/config.mk WORK_HOME=/design/flow/orfs finish
==> /design/flow/config.mk <==
export PLATFORM = sky130hd
export DESIGN_NAME = morse_decoder
export DESIGN_NICKNAME = morse_decoder
export VERILOG_FILES = /design/flow/design.v
export SDC_FILE = /design/flow/constraint.sdc
export NUM_CORES = 4
export LEC_CHECK = 1
export CORE_UTILIZATION = 30
==> /design/flow/constraint.sdc <==
current_design morse_decoder

set clk_period 3.4
set clk_io_pct 0.2

create_clock -name clk0 -period $clk_period [get_ports {clock}]

set non_clock_inputs [all_inputs -no_clocks]
set_input_delay [expr $clk_period * $clk_io_pct] -clock clk0 $non_clock_inputs
set_output_delay [expr $clk_period * $clk_io_pct] -clock clk0 [all_outputs]
==> results.sh <==
# yosys + openroad results
export IMPL_top_logic_kind="simple AND/OR/NAND/NOR gates"
export IMPL_row_count=26
export IMPL_worstPathArrival_ns=2.82
export IMPL_ys_area_um2=1620
export IMPL_grt_met2_usage=0.203
export IMPL_antenna_cells=0
export IMPL_ys_sh_aoi=0.179
export IMPL_die_w_um=75.5
export IMPL_max_cap_violations=0
export IMPL_fin_tns_setup_ns=0
export IMPL_cts_hold_buf=0
export IMPL_layout_drive_gt1_share=0.142
export IMPL_muxShareOfSynthArea=0.00696
export IMPL_ant_nets=0
export IMPL_reg2reg_slack_ns=0.59
export IMPL_viasPerCell=5.31
export IMPL_chipArea_um2=5690
export IMPL_post_place_cells=245
export IMPL_tightest_slew_ns=0.839
export IMPL_wl_mm=3.87
export IMPL_portBuffers=8
export IMPL_hold_class="register to register"
export IMPL_fin_skew_ns=0.00561
export IMPL_use_met3=0.0416
export IMPL_cts_resized=0
export IMPL_start_kind="register"
export IMPL_cp_data_required_time_ns=3.41
export IMPL_ys_warn_count=1
export IMPL_coreArea_um2=5140
export IMPL_drtIter0Drc=74
export IMPL_adder_share=0
export IMPL_drc=0
export IMPL_crit_slowest_cell="dfxtp_1"
export IMPL_r2r_end="decimal_out[4]$_SDFFCE_PP1P_"
export IMPL_ys_seq_frac=0.402
export IMPL_syn_inst=179
export IMPL_hold_viol_final=0
export IMPL_grt_pass1_vias=1248
export IMPL_setup_viol=0
export IMPL_drt_first_pass_iters=4
export IMPL_yosys_area_share_simple=0.330
export IMPL_path_clk_slew_ns=0.06
export IMPL_track_usage=0.152
export IMPL_ff_type="dfxtp_1"
export IMPL_synthToLayoutAreaGrowth_pct=10.4
export IMPL_crit_path_end="decimal_out[4]$_SDFFCE_PP1P_"
export IMPL_tool_warnings=25
export IMPL_layout_min_cycle_time_ns=2.81
export IMPL_fin_ws_ns=0.591
export IMPL_ys_flops=29
export IMPL_grt_max_degree=24
export IMPL_syn_avg_cell_area_um2=9.04
export IMPL_final_period_utilization=0.826
export IMPL_antenna_found_initial=0
export IMPL_slew_limit_headroom=0.440
export IMPL_status="finished clean"
export IMPL_edf_count=7
export IMPL_dp_slack_ns=0.657
export IMPL_netlist_area_um2=1620
export IMPL_grt_ovfl_total=0
export IMPL_cts_htree_levels=2
export IMPL_cts_setup_buffers=0
export IMPL_synth_cell_type_count=63
export IMPL_instances_no_fill=253
export IMPL_fp_util=0.315
export IMPL_max_freq_ghz=0.356
export IMPL_ys_sh_xor=0.0162
export IMPL_numCtsBuffers=5
export IMPL_powerDensity_nw_per_um2=405
export IMPL_clockBufferDepth=2
export IMPL_grt_busiest_layer="met1"
export IMPL_setup_worst_path_start="signal_5s$_DFF_P_"
export IMPL_cp_end_kind="register"
export IMPL_worstSetupPathType="register to register"
export IMPL_worstSkewPairLatency_ns=0.28
export IMPL_io_pins=10
export IMPL_routedWlPerCell_um=15.3
export IMPL_gp_congestion=0.965
export IMPL_drv_slew=0
export IMPL_ys_cells=179
export IMPL_path_cells="nor2b_1 -> nand4_1 -> or3_4 -> o41ai_1 -> or4_1 -> or4b_1"
export IMPL_leakage_uw=0.000659
export IMPL_ir_worst_vdd_v=0.000243
export IMPL_critPathMaxFanout=23
export IMPL_largest_register_ffs=7
export IMPL_vias=1344
export IMPL_r2r_start="signal_5s$_DFF_P_"
export IMPL_r2r_cells=6
export IMPL_dpl_hpwl_mm=2.73
export IMPL_die_y_um=75.5
export IMPL_rsz0062_at_grt="false"
export IMPL_clock_sinks=29
export IMPL_regMostFlops="decimal_out"
export IMPL_whs_ns=0.351
export IMPL_hold_depth=0
export IMPL_async_reset_ff_frac=0
export IMPL_max_stage_delay_ns=0.87
export IMPL_grt_pass1_wl_mm=6.36
export IMPL_grtUsageMet1=0.231
export IMPL_ctsRootBufferMaster="clkbuf_8"
export IMPL_cts_tree="done"
-- critical path: cells and delay by family, from the launching register on --
family	cells	cell delay, ns
compound gates	1	0.08
flops	1	0.87
simple gates	5	1.59
-- through the flow --
step | util | total power (µW) | instance area, µm²
4_1_cts | 0.348 | 733 | 1790
6_report | 0.348 | 725 | 1790
3_5_place_dp | 0.332 | 466 | 1710
2_1_floorplan | - | 452 | 1620
5_1_grt | 0.348 | 755 | 1790
3_3_place_gp | 0.332 | 468 | 1710
-- logic make-up (layout without fill, tap and decap cells) --
kind of cell | Yosys count | after routing
AND-OR/OR-AND | 43 | 43
flip-flops | 29 | 29
XOR/XNOR | 3 | 3
AND/OR/NAND/NOR | 85 | 85
buffers and inverters | 17 | 21
other | 1 | 1
multiplexers | 1 | 1
-- worst min path at each step --
| stage | from | end | slack (ns) |
|---|---|---|---|
| 6_report | signal_3s$_DFF_P_ | signal_4s$_DFF_P_ | 0.35 |
| 4_1_cts | signal_3s$_DFF_P_ | signal_4s$_DFF_P_ | 0.35 |
| 5_1_grt | signal_2s$_DFF_P_ | signal_3s$_DFF_P_ | 0.36 |
-- cell type report --
cell class / count / area, µm²
well taps: 70 / 87.6
fillers: 557 / 3350
clock inverters: 2 / 10.0
repair buffers: 9 / 87.6
inverters: 4 / 15.0
multi-input cells: 133 / 865
clock buffers: 6 / 72.6
flip-flops and latches: 29 / 651
-- metal layers --
layer / wire, µm / vias up
met4: 122 / 0
met1: 1890 / 624
met5: 0 / -
met2: 1660 / 38
li1: - / 670
met3: 199 / 12
-- power breakdown --
part | internal, µW | switching, µW | total [µW]
Combinational | 30.3 | 29.3 | 59.6
Sequential | 369 | 31.6 | 401
Clock | 141 | 123 | 264
-- synth_stat cells, types with 2 or more instances --
master	instances	area, µm²
and3_1	3	18.8
nor3_1	6	30.0
o21ai_1	2	10.0
nand4_1	2	12.5
a22oi_1	2	15.0
clkbuf_1	2	7.51
buf_2	2	10.0
buf_6	3	33.8
or2b_1	2	15.0
buf_1	2	7.51
nand2_4	2	22.5
nor2_1	13	48.8
and2_1	2	12.5
xor2_1	2	17.5
or2_1	2	12.5
nand2b_1	6	37.5
and4b_4	3	41.3
nand3_1	10	50.1
inv_1	3	11.3
a21oi_1	9	45.0
a21boi_0	2	15.0
dfxtp_1	22	440
a31oi_1	5	31.3
nand2_1	13	48.8
nor4_1	5	31.3
o21ai_0	7	35.0
edfxtp_1	7	210
buf_4	4	30.0
nor2b_1	2	12.5
-- cells in the final DEF, fill, tap and decap left out, drive strengths merged, types with 2 or more instances in the layout --
cell,netlist,final
a211o,2,2
a21boi,3,3
a21oi,9,9
a22oi,2,2
a31oi,5,5
and2,2,2
and2b,2,2
and3,4,4
and4b,3,3
clkbuf,2,6
clkdlybuf4s50,0,8
clkinv,0,2
dfxtp,22,22
edfxtp,7,7
inv,4,4
nand2,16,16
nand2b,6,6
nand3,10,10
nand4,2,2
nand4b,2,2
nor2,13,13
nor2b,2,2
nor3,6,6
nor4,6,6
o21ai,9,9
or2,2,2
or2b,2,2
or3,2,2
xor2,2,2
Power figures rest on the tool's default switching activity, not on a simulated workload.
